==> flow/design.v <==
module mux4 (input logic [31:0] d0, d1, d2, d3, input logic [1:0] s, 
			output logic [31:0] y);
always_comb begin
	case(s)
			2'b00: y = d0;
			2'b01: y = d1;
			2'b10: y = d2;
			2'b11: y = d3;
	endcase
end
endmodule
==> flow/run.sh <==
#!/bin/bash
# OpenROAD 26Q1-2900-gdf79404cd8, Yosys 0.63+post, stock flow scripts
make -C /OpenROAD-flow-scripts/flow DESIGN_CONFIG=/design/flow/config.mk WORK_HOME=/design/flow/orfs finish
==> flow/config.mk <==
export PLATFORM = sky130hd
export DESIGN_NAME = mux4
export DESIGN_NICKNAME = mux4
export VERILOG_FILES = /design/flow/design.v
export SDC_FILE = /design/flow/constraint.sdc
export NUM_CORES = 4
export LEC_CHECK = 1
export CORE_AREA = 10 10 76 76
export DIE_AREA = 0 0 86 86
==> flow/constraint.sdc <==
current_design mux4

set clk_period 1.5
set clk_io_pct 0.2

create_clock -name clk0 -period $clk_period

set non_clock_inputs [all_inputs -no_clocks]
set_input_delay [expr $clk_period * $clk_io_pct] -clock clk0 $non_clock_inputs
set_output_delay [expr $clk_period * $clk_io_pct] -clock clk0 [all_outputs]
==> out/results.md <==
| Item | Reported | Unit |
|:---|:---|:---|
| Endpoints failing hold | 0 | - |
| Number of design rule violations left after detail routing | 0 | - |
| Number of maximum-capacitance violations | 0 | - |
| Std-Cell Core Area | 4120 | µm² |
| Logic area | 721 | µm² |
| P per Cell Area | 240 | nW/µm² |
| Minimum clock period after layout | 1480 | ps |
| Min Hold Slack | 1080 | ps |
| Critical path start-end classification | primary input to output port | - |
| Leading cell types by total area after synthesis | mux4_2 83%, buf_12 7.4%, mux4_1 6.5%, buf_2 1.8%, buf_6 1.4% | - |
| Yosys adder share | 0 | - |
| Aggregate global routing overflow | 0 | - |
| Number of unique standard cell types used by synthesis | 5 | - |
| Element type at the critical path start | primary input | - |
| CP max-delay cell | mux4_2 | - |
| Total track usage | 0.157 | - |
| Cell accounting for the most synthesized area | mux4_2 | - |
| Pin slew with the least headroom to its limit | 161 | ps |
| Initial standard-cell utilization of the core | 0.198 | - |
| Height of the chip | 86 | µm |
| Die width | 86 | µm |
| Setup Fix Bufs, Post-CTS | 0 | - |
| Number of I/O port buffers | 162 | - |
| Number of iterations in the first detailed-routing pass | 4 | - |
| Endpoint class of the critical path | output port | - |
| Area fraction of the dominant cell type after synthesis | 0.829 | - |
| Number of buffer and inverter stages on the critical path | 3 | - |
| YS chip area | 815 | µm² |
| And-or/or-and share of the synthesized area | 0 | - |
| Number of antenna diodes | 0 | - |
| Post-Synthesis Mean Instance Area | 20.9 | µm² |
| Number of design-rule violations left by the first detailed-router iteration | 19 | - |
| Ratio of routed vias to standard cells | 4.69 | - |
| Total count of max-transition violations in the final report | 0 | - |
| Vias in the first global route | 1357 | - |
| Headroom to the max-slew limit | 0.893 | - |
| Dominant non-sequential cell family after synthesis | multiplexers | - |
| Final setup violation count | 0 | - |
| F_max | 0.674 | GHz |
| RSZ-0062 raised after global routing | true | - |
| Mux frac, synth | 0.894 | - |
| Number of vias in the routed layout | 1192 | - |
| Number of clock-tree buffers in the layout | 0 | - |
| Routed length per instance | 23.5 | µm |
| FF+latch count | 0 | - |
| Number of logged tool warnings | 34 | - |
| Share of final-layout standard cells stronger than drive strength 1 | 0.373 | - |
| Ports placed on the boundary | 162 | - |
| Number of core rows | 23 | - |
| Remaining antenna violation count after routing | 0 | - |
| Required time worst endpoint | 1200 | ps |
| CP cell instances | clkdlybuf4s15_2, buf_4, mux4_2, buf_2 | - |
| Worst path top cell family by delay | buffers and inverters | - |
| Ys cells | 39 | - |
| Lkg Pwr | 0.00110 | µW |
| Top Layout Cells | 128 x dlygate4sd2_1, 32 x mux4_2, 31 x buf_2 | - |
| Result of the run | complete, no violations | - |
| Xor-xnor portion of the synthesized cell area | 0 | - |
| Total die area | 7400 | µm² |
| Sequential cell area fraction in the yosys report | 0 | - |
| Design area | 2260 | µm² |
| Largest stage delay on the critical path | 300 | ps |
| Register area | 0 | µm² |
| Fill cell count | 418 | - |
| Type of the worst min-delay path | primary input to output port | - |
| HPWL after detailed placement | 5.25 | mm |
| Synth Area in Simple Gates | 0 | - |
| Worst supply voltage drop on vdd | 0.0000982 | V |
| Pin count of the biggest net entering global routing | 8 | - |
| Warning count from the yosys run | 1 | - |
| Area overhead of the layout relative to synthesis | 177 | % |
| Instance count of the mapped netlist | 39 | - |
| Fin crit share | 0.989 | - |
| Maximum net fanout on the critical path | 7 | - |
| Detailed Route WL | 5.97 | mm |
| Commonest non-fill, non-tap cell in the layout | dlygate4sd2_1 | - |
| Placed standard-cell area | 2480 | µm² |
| Number of antenna violations at the first check in global routing | 0 | - |
| Critical path data arrival time | 1180 | ps |
| Post-synthesis instance area | 815 | µm² |
| Wire length of the first global-routing pass | 8.92 | mm |
| Final weighted congestion of routability-driven global placement | 0.932 | - |
## kinds of logic (layout without fill, tap and decap cells)
logic type             Yosys count  in the layout
muxes                           32             32
buffers and inverters            7            172
## path summary, 6_finish.rpt
kind | from | to | slack (ps) | cells past startpoint
worst max-delay path | s[1] | y[18] | 20 | 4
worst min-delay path | d2[0] | y[0] | 1080 | 3
## cells in the mapped netlist
master / number
buf_2: 3
mux4_2: 30
buf_12: 3
buf_6: 1
mux4_1: 2
## stage by stage
| step | TNS, ps | power, µW | setup slack (ps) | cells | utilization |
|---|---|---|---|---|---|
| final | 0 | 541 | 16.6 | 254 | 0.548 |
| after global routing | -352 | 588 | -28.2 | 254 | 0.548 |
| after CTS | 0 | 554 | 0.859 | 254 | 0.548 |
| after detailed placement | -18400 | 717 | -611 | 250 | 0.602 |
| after global placement | -18330 | 715 | -599 | 250 | 0.602 |
| after floorplan | 0 | 189 | 183 | 39 | - |
## layout make-up
| class | instances | area share |
|---|---|---|
| Timing Repair Buffer | 172 | 0.653 |
| Multi-Input combinational cell | 32 | 0.319 |
| Tap cell | 50 | 0.0277 |
## where the power goes
group | total [µW] | switching (µW) | leakage, µW | internal, µW
Combinational | 541 | 137 | 0.00110 | 405
Clock | 0 | 0 | 0 | 0
Sequential | 0 | 0 | 0 | 0
## what timing repair did
item                       CTS  global route
setup endpoints to repair   32            28
gates resized              245             0
hold buffers                 0             0
pin swaps                    0             0
cloned                       4             0
## metal layers
layer  GRT usage  up-vias  share of wire  wire length, µm
met5           0        -              0                0
met4           0        0        0.00067                4
met3      0.0524        4           0.10              618
met2       0.279       89           0.53             3170
met1       0.194      562           0.36             2180
li1            -      537              -                -
No activity file was given, so power comes from the tool's default toggle rates.
